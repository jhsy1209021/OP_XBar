==> /design/flow/design.v <==
module aw_fifo
#(
    parameter ID_WIDTH = 4,
    parameter ADDR_WIDTH = 32,
    parameter LEN_WIDTH = 4,
    parameter SIZE_WIDTH = 3,
    parameter pending_depth = 4    
)
(
    input ACLK,
    input ARESETn,
    input [ID_WIDTH-1:0]        AWID,
    input [ADDR_WIDTH-1:0]      AWADDR,
    input [LEN_WIDTH-1:0]       AWLEN,
    input [SIZE_WIDTH-1:0]      AWSIZE,
    input [1:0]                 AWBURST,
    input                       push,
    input                       pop,
    output                      full,
    output                      empty,
    output [ID_WIDTH-1:0]         front_AWID,
    output [ADDR_WIDTH-1:0]       front_AWADDR,
    output [LEN_WIDTH-1:0]        front_AWLEN,
    output [SIZE_WIDTH-1:0]       front_AWSIZE,
    output [1:0]                front_AWBURST
);
reg [$clog2(pending_depth)-1:0] front, back;
reg [ID_WIDTH-1:0] AWID_reg [0:pending_depth-1];
reg [ADDR_WIDTH-1:0] AWADDR_reg [0:pending_depth-1];
reg [LEN_WIDTH-1:0] AWLEN_reg [0:pending_depth-1];
reg [SIZE_WIDTH-1:0] AWSIZE_reg [0:pending_depth-1];
reg [1:0] AWBURST_reg [0:pending_depth-1];
always@(posedge ACLK) begin
    if(~ARESETn) begin
        for(int i = 0; i < pending_depth; i++) begin
            AWID_reg[i] <= {ID_WIDTH{1'b0}};
            AWADDR_reg[i] <= {ADDR_WIDTH{1'b0}};
            AWLEN_reg[i] <= {LEN_WIDTH{1'b0}};
            AWSIZE_reg[i] <= {SIZE_WIDTH{1'b0}};
            AWBURST_reg[i] <= {2{1'b0}};
        end
    end
    else begin
        if(push & ~full) begin
            AWID_reg[back] <= AWID;
            AWADDR_reg[back] <= AWADDR;
            AWLEN_reg[back] <= AWLEN;
            AWSIZE_reg[back] <= AWSIZE;
            AWBURST_reg[back] <= AWBURST;
        end
    end
end
always@(posedge ACLK) begin
    if(~ARESETn)
        front <= {$clog2(pending_depth){1'b0}};
    else begin
        if(pop & ~empty) begin
            front <= front + {$clog2(pending_depth){1'b1}};
        end
    end
end
always@(posedge ACLK) begin
    if(~ARESETn)
        back <= {$clog2(pending_depth){1'b0}};
    else begin
        if(push & ~full) begin
            back <= back + {$clog2(pending_depth){1'b1}};
        end
    end
end
assign front_AWID = AWID_reg[front];
assign front_AWADDR = AWADDR_reg[front];
assign front_AWLEN = AWLEN_reg[front];
assign front_AWSIZE = AWSIZE_reg[front];
assign front_AWBURST = AWBURST_reg[front];
assign full = ((back + {$clog2(pending_depth){1'b1}}) == front);
assign empty = (back == front);
endmodule
==> /design/flow/run.sh <==
#!/bin/bash
# OpenROAD 26Q1-2900-gdf79404cd8, Yosys 0.63+post, stock flow scripts
make -C /OpenROAD-flow-scripts/flow DESIGN_CONFIG=/design/flow/config.mk WORK_HOME=/design/flow/orfs finish
==> /design/flow/config.mk <==
export PLATFORM = sky130hd
export DESIGN_NAME = aw_fifo
export DESIGN_NICKNAME = aw_fifo
export VERILOG_FILES = /design/flow/design.v
export SDC_FILE = /design/flow/constraint.sdc
export NUM_CORES = 4
export LEC_CHECK = 1
export CORE_UTILIZATION = 30
==> /design/flow/constraint.sdc <==
current_design aw_fifo

set clk_period 7.8
set clk_io_pct 0.2

create_clock -name clk0 -period $clk_period [get_ports {ACLK}]

set non_clock_inputs [all_inputs -no_clocks]
set_input_delay [expr $clk_period * $clk_io_pct] -clock clk0 $non_clock_inputs
set_output_delay [expr $clk_period * $clk_io_pct] -clock clk0 [all_outputs]
==> run summary <==
Worst setup EP type = flip-flop
Die Wd = 170 µm
number of distinct library cells after synthesis = 31
Synth top area share = 63.9%
Total Negative Setup Slacks = 0 ns
total internal power = 1.88 mW
outcome = completed
total global routing overflow = 0
power per cell area = 233 nW/µm²
clock input transition at the sequential cells of the worst setup and hold paths = 0.07 ns
critical path endpoint = AWADDR_reg[0][11]
most instantiated cells after synthesis = sky130_fd_sc_hd__edfxtp_1, sky130_fd_sc_hd__and2_1, sky130_fd_sc_hd__inv_1, sky130_fd_sc_hd__mux4_2, sky130_fd_sc_hd__nor4_1
data arrival at the endpoint of the critical path = 4.37 ns
global routing usage summed across all routing layers = 14.3%
stage-log warning count = 25
vias per std cell = 4.71
sequential cell fraction of total power = 49.2%
layout cell share with drive strength beyond 1 = 21.6%
vias in the first global route = 5,157
minimum clock period after layout = 4.32 ns
RSZ-0062 raised after global routing = false
Critical Path Start Type = input port
max-slew violation count = 0
total wire length = 18,900 µm
number of DRC markers after the initial detailed-route iteration = 259
remaining number of nets flagged by the antenna check after routing = 0
Place WS = 2.99 ns
Dominant flop cell = sky130_fd_sc_hd__edfxtp_1
worst reg2reg path endpoint = AWID_reg[3][3]
number of antenna violations at the first check in global routing = 0
wire length of the first global-routing pass = 28,900 µm
Total Die Area = 28,900 µm²
number of placement rows = 61
maximum clock frequency = 232 MHz
post-synthesis area per instance = 15.8 µm²
reg2reg setup slack = 5.08 ns
Initial DRT Pass Iterations = 20
chip area estimate from yosys synthesis = 8460 µm²
cell accounting for the most synthesized area = sky130_fd_sc_hd__edfxtp_1
library cell used as clock root buffer = sky130_fd_sc_hd__clkbuf_16
post-synthesis instance area = 8460 µm²
PortBufs = 95
buffer count from post-CTS setup fixing = 0
Worst Setup Path Type = in2reg
number of enable-type register cells in the synthesized netlist = 180
slew at the pin with the worst max-slew slack = 0.853 ns
relative slew slack = 43.1%
switching portion of total power = 22.7%
# clock sinks = 186
worst-skew pair later-pin latency = 0.42 ns
Core Footprint = 27,800 µm²
Critical Path Source = ARESETn
number of flip-flops under the largest register name = 128
dominant cell by count in the synthesized netlist = sky130_fd_sc_hd__edfxtp_1
reg2reg start = back[1]
share of async-settable or async-resettable flops after synthesis = 0%
TritonCTS Buffers = 17
cells in synth_stat.txt = 536
final-layout worst hold slack = 0.739 ns
total via count in the routed design = 4,738
Cells after Synth = 536
number of H-tree levels = 4
standard cell area after detailed placement = 9820 µm²
height of the chip = 170 µm
Hold Fails Final Rpt = 0
number of max-cap violations = 0
Switching Power = 0.554 mW
peak supply drop = 0.000156 V
crit path DRT = 7.85 ns
area of all placed cells without fillers = 10,400 µm²
Min-Delay Path Class = reg2reg
number of design rule violations left after detail routing = 0
pin count of the biggest net entering global routing = 63
final worst slack = 3.48 ns
final antenna diode count = 0
leakage dissipation = 3.65 nW
half-perimeter wire length after placement = 10,600 µm
fraction of the yosys area taken by sequential cells = 65.3%
wire length per cell after detailed routing = 18.8 µm
number of instances resized during post-cts repair = 0
number of cells on the worst reg-to-reg path = 4
hold bufs inserted after CTS = 0
part of the cycle the worst path needs = 55.4%
Final Setup Violations = 0
worst clock skew = 0.0104 ns
growth of design area from synthesis to finish = 23.4%
critical path peak fanout = 46
Synth flops = 186
final weighted congestion in routability-driven placement = 0.733
fp_density = 30.4%
biggest area contributors in the synthesized netlist = sky130_fd_sc_hd__edfxtp_1, sky130_fd_sc_hd__mux4_2, sky130_fd_sc_hd__and2_1
yosys warning tally = 1
Clk network pwr share = 36.4%
origin of the worst min-delay path = back[0]
clock buffer depth = 2
total I/O pin count = 96
clock tree from TritonCTS = yes
logic gate share of total power = 14.4%
## logic make-up after synthesis
family,after synthesis,share of synthesized area [%]
AOI/OAI and AO/OA,12,1.20
adders and majority gates,1,0.118
and+or+nand+nor,195,16.1
buffers and inverters,93,4.62
xor gates and xnor gates,1,0.192
muxes,48,12.4
DFF,186,65.3
## stage by stage
stage,total power [mW],instances,util (%)
6_report,2.44,1007,37.5
5_1_grt,2.53,1007,37.5
4_1_cts,2.46,1007,37.5
3_5_place_dp,1.58,975,35.4
3_3_place_gp,1.57,975,35.4
2_1_floorplan,1.40,536,-
## layout make-up
| type | count | area [µm²] |
|---|---|---|
| Clock buffer | 19 | 433 |
| Sequential cell | 186 | 5530 |
| Timing Repair Buffer | 106 | 1030 |
| Tap cell | 378 | 473 |
| Fill cell | 2535 | 17400 |
| Multi-Input combinational cell | 257 | 2610 |
| Clock inverter | 13 | 175 |
| Inverter | 48 | 180 |
## worst min-delay path by stage
stage / to / slack [ns] / depth (start not counted)
5_1_grt: flip-flop / 0.77 / 2
6_report: back[0] / 0.74 / 2
4_1_cts: back[0] / 0.73 / 2
## cell usage in the layout, fill, tap and decap left out, types with 2 or more instances in the layout
| cell | n |
|---|---|
| sky130_fd_sc_hd__bufinv_16 | 4 |
| sky130_fd_sc_hd__clkinv_2 | 3 |
| sky130_fd_sc_hd__o211a_1 | 2 |
| sky130_fd_sc_hd__clkbuf_16 | 17 |
| sky130_fd_sc_hd__clkinv_1 | 2 |
| sky130_fd_sc_hd__clkinvlp_4 | 2 |
| sky130_fd_sc_hd__nor3_2 | 39 |
| sky130_fd_sc_hd__buf_4 | 11 |
| sky130_fd_sc_hd__mux2i_1 | 2 |
| sky130_fd_sc_hd__nor2_1 | 2 |
| sky130_fd_sc_hd__and2_1 | 90 |
| sky130_fd_sc_hd__nor4_1 | 45 |
| sky130_fd_sc_hd__inv_1 | 48 |
| sky130_fd_sc_hd__a21oi_1 | 3 |
| sky130_fd_sc_hd__clkbuf_1 | 2 |
| sky130_fd_sc_hd__edfxtp_1 | 180 |
| sky130_fd_sc_hd__nand2b_1 | 2 |
| sky130_fd_sc_hd__nor2b_1 | 2 |
| sky130_fd_sc_hd__dfxtp_1 | 4 |
| sky130_fd_sc_hd__clkdlybuf4s50_1 | 95 |
| sky130_fd_sc_hd__mux4_2 | 45 |
| sky130_fd_sc_hd__nor3_1 | 6 |
| sky130_fd_sc_hd__o21ai_0 | 2 |
## power by group through the flow
stage / Combinational (mW) / Clock [mW] / Sequential [mW]
CTS: 0.364 / 0.900 / 1.20
global route: 0.383 / 0.937 / 1.21
finish: 0.351 / 0.887 / 1.20
## critical path: stages
cell	delay (ns)
sky130_fd_sc_hd__clkdlybuf4s50_1	0.83
sky130_fd_sc_hd__nand2_4	0.39
sky130_fd_sc_hd__a2111oi_4	0.38
sky130_fd_sc_hd__buf_4	0.48
sky130_fd_sc_hd__nand2b_4	0.68
## layer usage
metal  wire length (µm)  vias up  global-route usage, %  share of wire (%)
met5                  0        -                  0.522                  0
met4                116        0                   1.10               0.61
met3               2100        7                   8.22                 11
met2               9700      239                   24.0                 51
met1               7020     2310                   17.0                 37
li1                   -     2182                      -                  -
Power and IR drop assume default switching activity.
