`flow/config.mk`:
```
export PLATFORM = sky130hd
export DESIGN_NAME = r_fifo
export DESIGN_NICKNAME = r_fifo
export VERILOG_FILES = /design/flow/design.v
export SDC_FILE = /design/flow/constraint.sdc
export NUM_CORES = 4
export LEC_CHECK = 1
export CORE_UTILIZATION = 50
```
`flow/constraint.sdc`:
```
current_design r_fifo

set clk_period 8.7
set clk_io_pct 0.2

create_clock -name clk0 -period $clk_period [get_ports {ACLK}]

set non_clock_inputs [all_inputs -no_clocks]
set_input_delay [expr $clk_period * $clk_io_pct] -clock clk0 $non_clock_inputs
set_output_delay [expr $clk_period * $clk_io_pct] -clock clk0 [all_outputs]
```
`flow/design.v`:
```
module r_fifo
#(
    parameter ID_WIDTH = 4,
    parameter DATA_WIDTH = 32,
    parameter pending_depth = 4
)
(
    input ACLK,
    input ARESETn,
    input [ID_WIDTH-1:0]        RID,
    input [DATA_WIDTH-1:0]      RDATA,
    input [1:0]                 RRESP,
    input                       RLAST,
    input                       push,
    input                       pop,
    output                      full,
    output                      empty,
    output [ID_WIDTH-1:0]        front_RID,
    output [DATA_WIDTH-1:0]      front_RDATA,
    output [1:0]                 front_RRESP,
    output                       front_RLAST
);
reg [$clog2(pending_depth)-1:0] front, back;
reg [ID_WIDTH-1:0] RID_reg [0:pending_depth-1];
reg [DATA_WIDTH-1:0] RDATA_reg [0:pending_depth-1];
reg [1:0] RRESP_reg [0:pending_depth-1];
reg RLAST_reg [0:pending_depth-1];
always@(posedge ACLK) begin
    if(~ARESETn) begin
        for(int i = 0; i < pending_depth; i++) begin
            RID_reg[i] <= {ID_WIDTH{1'b0}};
            RDATA_reg[i] <= {DATA_WIDTH{1'b0}};
            RRESP_reg[i] <= 2'b0;
            RLAST_reg[i] <= 1'b0;
        end
    end
    else begin
        if(push & ~full) begin
            RID_reg[back] <= RID;
            RDATA_reg[back] <= RDATA;
            RRESP_reg[back] <= RRESP;
            RLAST_reg[back] <= RLAST;
        end
    end
end
always@(posedge ACLK) begin
    if(~ARESETn)
        front <= {$clog2(pending_depth){1'b0}};
    else begin
        if(pop & ~empty) begin
            front <= front + {$clog2(pending_depth){1'b1}};
        end
    end
end
always@(posedge ACLK) begin
    if(~ARESETn)
        back <= {$clog2(pending_depth){1'b0}};
    else begin
        if(push & ~full) begin
            back <= back + {$clog2(pending_depth){1'b1}};
        end
    end
end
assign front_RID = RID_reg[front];
assign front_RDATA = RDATA_reg[front];
assign front_RRESP = RRESP_reg[front];
assign front_RLAST = RLAST_reg[front];
assign full = ((back + {$clog2(pending_depth){1'b1}}) == front);
assign empty = (back == front);
endmodule
```
`flow/run.sh`:
```
#!/bin/bash
# OpenROAD 26Q1-2900-gdf79404cd8, Yosys 0.63+post, stock flow scripts
make -C /OpenROAD-flow-scripts/flow DESIGN_CONFIG=/design/flow/config.mk WORK_HOME=/design/flow/orfs finish
```
==> Changelog: implementation <==
## Flow update

* Status: finished, final reports clean
* Dpl cells at 718
* H-tree level count at 4
* Synth flops at about 160
* Max reg flops at between 100 and 150
* Final non-filler cell total at between 700 and 800
* Fraction of registers with async set/reset at 0
* Clk_skew at 7.49 ps
* Clk latency of the worst-skew pair at about 420 ps
* WP data required at ~7000 ps
* Worst-margin pin slew at slightly above 800 ps
* Post-synth EDFFs at 153
* Worst-path clk slew at ~50 ps
* CTS root buffer: clkbuf_16
* WL final at about 16 mm
* Tot GR Track Use at 0.255
* Vias at 4,428
* Crit-path cells: buf_4 -> mux4_2 -> clkdlybuf4s50_1
* Sequential fraction of the synthesis area at 0.658
* Maximum root-to-sink buffer count at 2
* DIE HEIGHT at roughly 120 µm
* Fin util at 0.629
* WHS Endpoint: RLAST_reg[1]
* Pins over their slew limit at 0
* Pre-CTS setup slack at a little under 4000 ps
* Largest net degree at the start of global routing at 79
* Die Width at 122 µm
* Worst min-delay path class: flop to flop
* Cell count after synthesis at a little under 500
* RSZ-0062 raised after global routing: false
* Hold Crit Start: RLAST_reg[1]
* CP max-delay cell: buf_4
* Fp util at 0.518
* Syn avg cell area at around 15 µm²
* Setup Fix Bufs, Post-CTS at 0
* Global route total overflow at 0
* Die ar. at approximately 15,000 µm²
* TritonCTS Sinks at about 160
* Cts repair resizes at 0
* Initial DRT Pass Iterations at 5
* Pwr Density at about 230 nW/µm²
* Site row count at roughly 43
* R2R Path Start: back[1]
* RePlAce Congestion at about 0.75
* Min Tclk post-route at approximately 4400 ps
* LEAKAGE at between 3 and 4 nW
* R2R Path End: RDATA_reg[2][18]
* Critical Path Source Type: flop
* Main area contributors: edfxtp_1 (63%), mux4_2 (12%), nor4_1 (6.6%)
* Crit path capture type: output pin
* Final WS setup at roughly 4300 ps
* R2R cell count at 5
* Layout area overhead at 21.3%
* Cts hold-fix bufs at 0
* Antenna Nets Post-Route at 0
* Chip Area, Yosys at ~7300 µm²
* DRC errors left at 0
* HPWL after DPL at roughly 8.5 mm
* Rel. slew slack at 0.457
* Final tally of setup violations at 0
* Ys cells at 490
* Setup TNS at 0 ps
* CP arrival at around 2700 ps
* Post-Synthesis Cell Area at ~7300 µm²
* Hold Crit Depth at 2
* Initial antenna violation count at 0
* VDD IR max at around 0.14 mV
* Port Buffers at 83
* Post-synth top area share at 0.634
* CTS buffer count at 17
* Vias per cell at approximately 5.9
* Crit-path max cell delay at ~620 ps
* Cell variety after synth at 31
* Inserted Diodes at 0
* Yosys synthesis warning count at 1
* CTS tree: yes
* Achievable Freq at ~0.23 GHz
* Log Warnings at 25
* Worst Path Max Fanout at 29
* Initial detailed-routing violation count at around 240
* Final period utilization at 0.506
* Layout cell share with drive strength beyond 1 at 0.158
* Worst Setup Path Type: flop to output pin
* Commonest flop: edfxtp_1
* DR WL/cell at about 22 µm
* Ports at around 84
* Largest area contributor in the netlist: edfxtp_1
* Reg-to-reg slack, setup at ~6000 ps
* Via count of the first global-routing pass at about 4.8k
* Core Footprint at around 14,000 µm²
* First-pass GRT wire length at 25.4 mm
* Max Cap Viol at 0
* Final hold vios at 0
cells by family after synthesis:
family / share of synthesized area
compound gates: 0.0133
flops: 0.658
buf+inv: 0.0507
mux: 0.130
simple gates: 0.146
xor+xnor: 0.00224
critical path, delay by kind of cell (launching register included):
family / cells / cell delay (ps)
buf+inv: 2 / 1040
flops: 1 / 590
mux: 1 / 610
metrics by stage:
stage                     power (W)  instance area [µm²]  hold slack [ps]
after floorplan             0.00118                 7250              441
after global placement      0.00138                 8260              453
after detailed placement    0.00138                 8260              459
after CTS                   0.00206                 8790              472
after global routing        0.00212                 8790              494
final                       0.00204                 8790              472
power by group:
| part | total [W] | internal, W | leakage, nW | switching (W) |
|---|---|---|---|---|
| combinational | 0.000396 | 0.000201 | 1.12 | 0.000195 |
| clock | 0.000683 | 0.000410 | 0.259 | 0.000273 |
| sequential | 0.000959 | 0.000925 | 1.67 | 0.0000344 |
cell type report:
class	count	area (µm²)
Inverter	40	150
Clock inverter	11	96.3
Fill cell	1043	5190
Tap cell	180	225
Sequential cell	162	4780
Clock buffer	19	433
Multi-Input combinational cell	239	2170
Timing Repair Buffer	97	936
worst max-delay path by stage:
stage	from	end	cells past startpoint
final	flop	front_RDATA[20]	3
after global routing	flop	front_RID[1]	3
after CTS	flop	front_RID[1]	3
synthesized netlist by cell type, types with 4 or more instances:
library cell	number
edfxtp_1	153
nor4_1	76
inv_1	40
mux4_2	39
nor3_1	39
and2_1	38
clkbuf_1	23
buf_2	18
dfxtp_1	9
nand2_1	8
mux2i_1	5
nand2b_1	4
nor2_1	4
nor2b_1	4
cell usage in the layout, fill, tap and decap left out, types with 4 or more instances in the layout:
master           count
inv_1               40
nor4_1              76
clkdlybuf4s50_1     83
mux4_2              39
buf_4               14
nor3_1              39
clkbuf_16           17
and2_1              38
nand2_1              7
dfxtp_1              6
nor2_1               4
mux2i_1              4
edfxtp_1           153
clkinv_1             7
routing by layer:
layer | routed length, µm | vias to the layer above | global-route usage
li1 | - | 2042 | -
met2 | 8110 | 215 | 0.401
met5 | 0 | - | 0
met4 | 260 | 0 | 0.0343
met3 | 1590 | 18 | 0.110
met1 | 6140 | 2153 | 0.375
Power is estimated from default activity; no workload was simulated.
