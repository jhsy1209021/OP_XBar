`/design/flow/run.sh`:
```
#!/bin/bash
# OpenROAD 26Q1-2900-gdf79404cd8, Yosys 0.63+post, stock flow scripts
make -C /OpenROAD-flow-scripts/flow DESIGN_CONFIG=/design/flow/config.mk WORK_HOME=/design/flow/orfs finish
```
`/design/flow/config.mk`:
```
export PLATFORM = sky130hd
export DESIGN_NAME = b_fifo
export DESIGN_NICKNAME = b_fifo
export VERILOG_FILES = /design/flow/design.v
export SDC_FILE = /design/flow/constraint.sdc
export NUM_CORES = 4
export LEC_CHECK = 1
export CORE_AREA = 10 10 99 99
export DIE_AREA = 0 0 109 109
```
`/design/flow/constraint.sdc`:
```
current_design b_fifo

set clk_period 4.4
set clk_io_pct 0.2

create_clock -name clk0 -period $clk_period [get_ports {ACLK}]

set non_clock_inputs [all_inputs -no_clocks]
set_input_delay [expr $clk_period * $clk_io_pct] -clock clk0 $non_clock_inputs
set_output_delay [expr $clk_period * $clk_io_pct] -clock clk0 [all_outputs]
```
`/design/flow/design.v`:
```
module b_fifo
#(
    parameter ID_WIDTH = 4,
    parameter pending_depth = 4    
)
(
    input ACLK,
    input ARESETn,
    input [ID_WIDTH-1:0]        BID,
    input [1:0]                 BRESP,
    input                       push,
    input                       pop,
    output                      full,
    output                      empty,
    output [ID_WIDTH-1:0]        front_BID,
    output [1:0]                 front_BRESP
);
reg [$clog2(pending_depth)-1:0] front, back;
reg [ID_WIDTH-1:0] BID_reg [0:pending_depth-1];
reg [1:0] BRESP_reg [0:pending_depth-1];
always@(posedge ACLK) begin
    if(~ARESETn) begin
        for(int i = 0; i < pending_depth; i++) begin
            BID_reg[i] <= {ID_WIDTH{1'b0}};
            BRESP_reg[i] <= 2'b0;
        end
    end
    else begin
        if(push & ~full) begin
            BID_reg[back] <= BID;
            BRESP_reg[back] <= BRESP;
        end
    end
end
always@(posedge ACLK) begin
    if(~ARESETn)
        front <= {$clog2(pending_depth){1'b0}};
    else begin
        if(pop & ~empty) begin
            front <= front + {$clog2(pending_depth){1'b1}};
        end
    end
end
always@(posedge ACLK) begin
    if(~ARESETn)
        back <= {$clog2(pending_depth){1'b0}};
    else begin
        if(push & ~full) begin
            back <= back + {$clog2(pending_depth){1'b1}};
        end
    end
end
assign front_BID = BID_reg[front];
assign front_BRESP = BRESP_reg[front];
assign full = ((back + {$clog2(pending_depth){1'b1}}) == front);
assign empty = (back == front);
endmodule
```
==> flow_summary.toml <==
# generated from flow reports
[run_status]
outcome = "finished clean"

[cells_and_area]
logic_area_sq_um = 508.0
area_growth_syn_to_layout_pct = 27.22
final_layout_size_suffix_gt1_share_pct = 14.62
largest_register_ffs = 16
register_area_sq_um = 840.8
layout_top_cell = "edfxtp_1"
layout_top_cells = "edfxtp_1, clkdlybuf4s50_1, and2_1"
fillCellCount = 809
fin_area_sq_um = 1795

[place]
hpwlAfterDp_um = 2123
placed_area_sq_um = 1710
portBuffers = 17
place_congestion = 0.7919

[setup_path]
setup.worst_path.start = "back[1]$_SDFFE_PN0P_"
crit_type = "register to primary output"
ff2ff_setup_slack_ns = 2.48
r2r_start = "back[1]$_SDFFE_PN0P_"
critical_path.max_fanout = 9
arrival_ns = 2.40
startpoint_type = "register"
cp-endpoint = "full"
crit-reg2reg-capture = "BID_reg[3][2]$_DFFE_PP_"
reg2regPathDepth = 3
required_ns = 3.52
endpoint_kind = "primary output"

[synthesis]
yosysChipArea_sq_um = 1411
yosys.area.top_type = "edfxtp_1"
synth_warnings = 1
ys_ff = 30
yosysCellCount = 108
synthesis.area_sq_um = 1411
yosysUniqueCellTypes = 26
ys_top_cells_by_area = "edfxtp_1, mux4_2, dfxtp_1, and2_1, nor4_1"
top_cell_area_share_pct = 51.06
syn_inst = 108
syn_area_per_cell_sq_um = 13.07
ys_seq_share_pct = 59.57

[sta]
finalHoldViolations = 0
min_period_ns = 3.280
worstMarginPinSlew_ns = 0.7789
clock_skew_ns = 0.004261
report.final.slew_viol_count = 0
whs_ns = 0.6850
fin_crit_sh_pct = 74.55
clock.fmax_mhz = 304.9
finalSetupViolCount = 0
fin_setup_tns_ns = 0
rsz0062_at_grt = "false"
relSlewSlack_pct = 46.59

[floorplan]
die_w_um = 109
die_area_sq_um = 11880
floorplan.core_util_pct = 18.26
pin_count = 18
num_rows = 32
fp.dieH_um = 109
core_sq_um = 7727

[global_routing]
antenna_found_initial = 0
grt_pass1_vias = 979
grt_pass1_wl_um = 4830
grt-ovfl-total = 0
grt_max_degree = 15
grt_use_total_pct = 5.194

[clock_tree]
clk_path_buf_depth = 2
cts_root_buf = "clkbuf_8"
tritoncts = "done"
clk_latency_ns = 0.28
cts.sinks = 30
postCtsSetupBuffers = 0
cts_resized = 0
ctsHoldBuffers = 0
cts.clk_slew.worst_paths_ns = 0.06
cts_made_buffers = 5
htree_levels = 2

[route]
drtIter0Drc = 40
drtPass1Iterations = 4
vias = 914
ant_nets = 0
route.detailed.drc = 0
post_drt_wl_per_cell_um = 12.91
viasPerCell = 3.940
totalWireLength_um = 2995
n_antenna_cell = 0

[power]
p_leak_nw = 0.6391
p_per_area_nw_per_um2 = 370.7
finalPower_w = 0.0006656
peakVddDrop_uv = 148.9

[flow_run]
maxCapViolations = 0
warning_count = 25

[hold_path]
hp-class = "register to register"
==> metal layers <==
metal | GRT usage, % | wire, um | vias to the layer above
li1 | - | - | 442
met1 | 7.102 | 1444 | 437
met2 | 7.841 | 1310 | 28
met3 | 2.031 | 193 | 7
met4 | 0.8475 | 46 | 0
met5 | 0 | 0 | -
==> metrics by stage <==
| stage | cells | utilization, % | worst slack (ns) |
|---|---|---|---|
| 6_report | 232 | 23.24 | 1.120 |
| 5_1_grt | 232 | 23.24 | 1.024 |
| 4_1_cts | 232 | 23.24 | 1.156 |
| 3_5_place_dp | 224 | 22.13 | 1.256 |
| 3_3_place_gp | 224 | 22.13 | 1.322 |
| 2_1_floorplan | 108 | - | 2.302 |
==> final cells by class <==
| cell class | instances | area share, % |
|---|---|---|
| clock buffer | 5 | 3.833 |
| tap | 102 | 7.108 |
| sequential | 30 | 46.83 |
| multi-input combinational | 62 | 28.29 |
| clock inverter | 3 | 0.9059 |
| inverter | 9 | 1.882 |
| timing repair buffer | 21 | 11.15 |
==> kinds of logic after synthesis <==
group	Yosys count	share of synthesized area (%)
simple gates	39	16.13
flops	30	59.57
buf+inv	16	4.433
compound gates	12	6.294
mux	9	11.70
xor+xnor	1	1.153
fa+ha+maj	1	0.7092
==> report_power, final <==
part           leakage, nW  switching [W]  total (W)  internal (W)
clock network       0.0416       0.000101   0.000209      0.000108
registers            0.299      0.0000203   0.000349      0.000329
logic                0.298      0.0000448   0.000107     0.0000626
total                0.639       0.000166   0.000666      0.000500
==> critical path, stage by stage (launching register included) <==
cell and delay [ns]:
dfxtp_1 0.53, xor2_2 0.28, mux2i_1 0.70, clkdlybuf4s50_1 0.60
==> cell usage after synthesis <==
cell	instances
o21ai_0	3
buf_2	2
nor4_1	7
a21oi_1	3
nand4_1	1
dfxtp_1	6
nand2b_1	4
a21boi_0	1
mux4_2	6
maj3_1	1
o211a_1	2
edfxtp_1	24
o41ai_1	1
nor2b_1	3
nor3_1	6
and2_1	12
xor2_2	1
and3b_1	1
nand3_1	1
clkbuf_1	5
mux2i_1	3
a2111oi_2	1
inv_1	9
nand2_1	2
o31ai_1	1
nor2_1	2
==> how the worst min path moves through the flow <==
stage / slack [ns] / startpoint / cells past startpoint / end
4_1_cts: 0.69 / front[1]$_SDFFE_PN0P_ / 2 / front[1]$_SDFFE_PN0P_
5_1_grt: 0.73 / front[1]$_SDFFE_PN0P_ / 2 / front[1]$_SDFFE_PN0P_
6_report: 0.68 / front[1]$_SDFFE_PN0P_ / 2 / front[1]$_SDFFE_PN0P_
Power figures rest on the tool's default switching activity, not on a simulated workload.
