==> design.v <==
module w_fifo
#(
    parameter DATA_WIDTH = 32,
    parameter STRB_WIDTH = 3,
    parameter pending_depth = 4
)
(
    input ACLK,
    input ARESETn,
    input [DATA_WIDTH-1:0]      WDATA,
    input [STRB_WIDTH-1:0]      WSTRB,
    input                       WLAST,
    input                       push,
    input                       pop,
    output                      full,
    output                      empty,
    output [DATA_WIDTH-1:0]      front_WDATA,
    output [STRB_WIDTH-1:0]      front_WSTRB,
    output                       front_WLAST
);
reg [$clog2(pending_depth)-1:0] front, back;
reg [DATA_WIDTH-1:0] WDATA_reg [0:pending_depth-1];
reg [STRB_WIDTH-1:0] WSTRB_reg [0:pending_depth-1];
reg WLAST_reg [0:pending_depth-1];
always@(posedge ACLK) begin
    if(~ARESETn) begin
        for(int i = 0; i < pending_depth; i++) begin
            WDATA_reg[i] <= {DATA_WIDTH{1'b0}};
            WSTRB_reg[i] <= {STRB_WIDTH{1'b0}};
            WLAST_reg[i] <= 1'b0;
        end
    end
    else begin
        if(push & ~full) begin
            WDATA_reg[back] <= WDATA;
            WSTRB_reg[back] <= WSTRB;
            WLAST_reg[back] <= WLAST;
        end
    end
end
always@(posedge ACLK) begin
    if(~ARESETn)
        front <= {$clog2(pending_depth){1'b0}};
    else begin
        if(pop & ~empty) begin
            front <= front + {$clog2(pending_depth){1'b1}};
        end
    end
end
always@(posedge ACLK) begin
    if(~ARESETn)
        back <= {$clog2(pending_depth){1'b0}};
    else begin
        if(push & ~full) begin
            back <= back + {$clog2(pending_depth){1'b1}};
        end
    end
end
assign front_WDATA = WDATA_reg[front];
assign front_WSTRB = WSTRB_reg[front];
assign front_WLAST = WLAST_reg[front];
assign full = ((back + {$clog2(pending_depth){1'b1}}) == front);
assign empty = (back == front);
endmodule
==> run.sh <==
#!/bin/bash
# OpenROAD 26Q1-2900-gdf79404cd8, Yosys 0.63+post, stock flow scripts
make -C /OpenROAD-flow-scripts/flow DESIGN_CONFIG=/design/flow/config.mk WORK_HOME=/design/flow/orfs finish
==> config.mk <==
export PLATFORM = sky130hd
export DESIGN_NAME = w_fifo
export DESIGN_NICKNAME = w_fifo
export VERILOG_FILES = /design/flow/design.v
export SDC_FILE = /design/flow/constraint.sdc
export NUM_CORES = 4
export LEC_CHECK = 1
export CORE_UTILIZATION = 50
==> constraint.sdc <==
current_design w_fifo

set clk_period 8.1
set clk_io_pct 0.2

create_clock -name clk0 -period $clk_period [get_ports {ACLK}]

set non_clock_inputs [all_inputs -no_clocks]
set_input_delay [expr $clk_period * $clk_io_pct] -clock clk0 $non_clock_inputs
set_output_delay [expr $clk_period * $clk_io_pct] -clock clk0 [all_outputs]
==> notes.md <==
fresh numbers from the pnr run: post-synthesis area per instance=15.27 um^2, number of endpoints with negative hold slack in the final report=0, Final min period=4.233 ns, count leader, synth=sky130_fd_sc_hd__edfxtp_1, clock root buffer=sky130_fd_sc_hd__clkbuf_16, final non-filler cell area=8250 um^2, vias per cell=5.320, wire length of the first global-routing pass=20710 um, number of placed instances, taps included=668, clock net sink count=150, number of nets still failing antenna checks after routing=0, ANT cells=0, area share of the largest cell type after synthesis=0.6344, Top cells by area=sky130_fd_sc_hd__edfxtp_1 (63%), sky130_fd_sc_hd__mux4_2 (12%), sky130_fd_sc_hd__and2_1 (9.8%), sky130_fd_sc_hd__dfxtp_1 (2.7%), sky130_fd_sc_hd__nor3_1 (2.7%), detailed-route wire length=12990 um, cts hold-fix bufs=0, clock insertion delay at the later pin of the skew report=0.41 ns, number of enable flip-flop cells=141, total grt overflow=0, Resize count post-CTS=0, gate count after technology mapping=437, area added between synthesis and finish=23.62%, full die area=13810 um^2, half-perimeter wire length of the detailed placement result=6830 um, status=completed, cycle use final=0.5226, worst-path maximum fanout=37, final core utilization=0.6433, Largest stage delay, worst path=0.59 ns, clock transition at the register clock pins on the worst setup and hold paths after CTS=0.06 ns, total setup violations reported at the end of the flow=0, worst ir drop on vdd=0.1449 mV, vias in the first global route=3944, arrival time worst endpoint=2.61 ns, critical path start-end classification=reg -> out, yosys synthesis chip area=6674 um^2, kind of end point of the critical path=output port, overall via count from detail_route=3724, number of setup buffers added after CTS=0, H-tree depth=4, CTS buffer count=17, total of warnings raised by yosys=1, Max Clock Freq=0.2362 GHz, violation tally from detailed-route iteration zero=218, cell type with the highest aggregate area in the netlist=sky130_fd_sc_hd__edfxtp_1, gate family responsible for the most delay along the worst path=buffers and inverters, flip-flop and latch count after synthesis=150, Worst Max-Slew Pin Slew=0.7461 ns, number of buffers and inverters on the critical path=2, share of layout cells above drive strength 1=0.1723, routed wire length per instance=18.56 um, Total Power Consumption=1.953 mW, final standard cell count with taps included and fillers excluded=700, dominant synthesized flop cell=sky130_fd_sc_hd__edfxtp_1, cells along the critical path=xor2_2 -> mux2i_4 -> buf_4 -> clkdlybuf4s50_1, placed cell areas=7639 um^2, areal power density over the cells=236.8 nW/um^2, sort of element at the start of the critical path=flip-flop, worst slack after detailed placement=3.991 ns, core region area=12820 um^2, worst-case clock buffer depth=2, Cell Area, Synth=6674 um^2, setup repair after global routing missed its margin=no, share of synthesized registers carrying an async set or reset=0, maximum number of pins on one net before global-route repair=39, required time worst endpoint=6.48 ns, worst hold-check slack=0.4763 ns, total global routing track utilization=0.2217, tool warnings=26, Die Span Y=117.5 um, Fin Clk Skew=0.003467 ns, max FFs per register=128, worst min-delay path class=reg -> reg, antenna violations before repair=0, static leakage power=3.068 nW, Max stage delay cell, worst path=sky130_fd_sc_hd__dfxtp_1, die extent in x=117.5 um, count of cell types in the netlist=37, portion of the post-synthesis area used by sequential elements=0.6614, number of design rule violations left after detail routing=0, Final TNS setup=0 ns, total of buffers placed on input and output ports=77, Routability Congestion=0.8304, Max transition margin=0.5026, I/O pin cnt=78, effective utilization at floorplan=0.5204, Post-synth top cells=sky130_fd_sc_hd__edfxtp_1 (141), sky130_fd_sc_hd__and2_1 (105), sky130_fd_sc_hd__inv_1 (37), sky130_fd_sc_hd__mux4_2 (36), sky130_fd_sc_hd__nor3_1 (36), CTS tree=yes, FP Rows=41, Pins Over Slew Limit=0, first drt pass iteration count=4, setup ws final=3.867 ns, yosys stat cell total=437, reported max-cap violation count=0
power by group:
part / switching (mW) / internal (mW) / total, mW / leakage (nW)
clock: 0.295 / 0.511 / 0.806 / 0.290
combinational: 0.100 / 0.127 / 0.227 / 1.24
sequential: 0.0171 / 0.903 / 0.921 / 1.54
logic make-up (layout without fill, tap and decap cells):
kind of cell	count (synthesis)	count (layout)	synth area share
mux	40	40	0.1280
xor+xnor	1	1	0.002438
compound gates	8	8	0.008250
buf+inv	68	159	0.04462
fa+ha+maj	1	1	0.001500
flops	150	150	0.6614
simple gates	169	169	0.1537
final cells by class:
| type | count | area [um^2] |
|---|---|---|
| fillers | 932 | 4574 |
| well taps | 172 | 215.2 |
| clock inverters | 15 | 186.4 |
| repair buffers | 88 | 853.3 |
| clock buffers | 17 | 425.4 |
| flip-flops and latches | 150 | 4417 |
| inverters | 39 | 146.4 |
| multi-input cells | 219 | 2007 |
cells in the final DEF (no fill, tap or decap), types with 2 or more instances in the layout:
cell / count
sky130_fd_sc_hd__nand2_2: 3
sky130_fd_sc_hd__nor3_1: 36
sky130_fd_sc_hd__mux2i_1: 3
sky130_fd_sc_hd__nand2b_1: 5
sky130_fd_sc_hd__clkinv_1: 2
sky130_fd_sc_hd__clkinvlp_4: 4
sky130_fd_sc_hd__mux4_2: 36
sky130_fd_sc_hd__nor4b_4: 2
sky130_fd_sc_hd__edfxtp_1: 141
sky130_fd_sc_hd__a311oi_1: 2
sky130_fd_sc_hd__buf_4: 11
sky130_fd_sc_hd__clkbuf_16: 17
sky130_fd_sc_hd__and2_1: 105
sky130_fd_sc_hd__nand2_1: 5
sky130_fd_sc_hd__clkdlybuf4s50_1: 77
sky130_fd_sc_hd__a21oi_1: 2
sky130_fd_sc_hd__bufinv_16: 4
sky130_fd_sc_hd__clkinv_2: 4
sky130_fd_sc_hd__nor2_1: 3
sky130_fd_sc_hd__inv_2: 2
sky130_fd_sc_hd__dfxtp_2: 2
sky130_fd_sc_hd__inv_1: 37
sky130_fd_sc_hd__dfxtp_1: 7
worst register-to-register path, cell delays in order, from the launching register on:
cell and delay, ns:
sky130_fd_sc_hd__dfxtp_1 0.61, sky130_fd_sc_hd__inv_2 0.14, sky130_fd_sc_hd__nor4_4 0.57, sky130_fd_sc_hd__buf_4 0.39, sky130_fd_sc_hd__and2_1 0.18
routing by layer:
layer  wire, um  vias up  track usage
li1           -     1746            -
met5          0        -            0
met1       5269     1793       0.3480
met3       1175       13       0.1013
met4        129        0      0.02484
met2       6416      172       0.3351
path summary, 6_finish.rpt:
path	startpoint	to	slack (ns)	cells after the start
min reg2reg	WLAST_reg[1]	WLAST_reg[1]	0.48	2
max	back[1]	full	3.87	4
min	WLAST_reg[1]	WLAST_reg[1]	0.48	2
max reg2reg	back[0]	WDATA_reg[1][16]	6.07	4
Power is estimated from default activity; no workload was simulated.
