<file path="design/flow/design.v">
module ar_fifo
#(
    parameter ID_WIDTH = 4,
    parameter ADDR_WIDTH = 32,
    parameter LEN_WIDTH = 4,
    parameter SIZE_WIDTH = 3,
    parameter pending_depth = 4
)
(
    input ACLK,
    input ARESETn,
    input [ID_WIDTH-1:0]        ARID,
    input [ADDR_WIDTH-1:0]      ARADDR,
    input [LEN_WIDTH-1:0]       ARLEN,
    input [SIZE_WIDTH-1:0]      ARSIZE,
    input [1:0]                 ARBURST,
    input                       push,
    input                       pop,
    output                      full,
    output                      empty,
    output [ID_WIDTH-1:0]         front_ARID,
    output [ADDR_WIDTH-1:0]       front_ARADDR,
    output [LEN_WIDTH-1:0]        front_ARLEN,
    output [SIZE_WIDTH-1:0]       front_ARSIZE,
    output [1:0]                front_ARBURST
);
reg [$clog2(pending_depth)-1:0] front, back;
reg [ID_WIDTH-1:0] ARID_reg [0:pending_depth-1];
reg [ADDR_WIDTH-1:0] ARADDR_reg [0:pending_depth-1];
reg [LEN_WIDTH-1:0] ARLEN_reg [0:pending_depth-1];
reg [SIZE_WIDTH-1:0] ARSIZE_reg [0:pending_depth-1];
reg [1:0] ARBURST_reg [0:pending_depth-1];
always@(posedge ACLK) begin
    if(~ARESETn) begin
        for(int i = 0; i < pending_depth; i++) begin
            ARID_reg[i] <= {ID_WIDTH{1'b0}};
            ARADDR_reg[i] <= {ADDR_WIDTH{1'b0}};
            ARLEN_reg[i] <= {LEN_WIDTH{1'b0}};
            ARSIZE_reg[i] <= {SIZE_WIDTH{1'b0}};
            ARBURST_reg[i] <= {2{1'b0}};
        end
    end
    else begin
        if(push & ~full) begin
            ARID_reg[back] <= ARID;
            ARADDR_reg[back] <= ARADDR;
            ARLEN_reg[back] <= ARLEN;
            ARSIZE_reg[back] <= ARSIZE;
            ARBURST_reg[back] <= ARBURST;
        end
    end
end
always@(posedge ACLK) begin
    if(~ARESETn)
        front <= {$clog2(pending_depth){1'b0}};
    else begin
        if(pop & ~empty) begin
            front <= front + {$clog2(pending_depth){1'b1}};
        end
    end
end
always@(posedge ACLK) begin
    if(~ARESETn)
        back <= {$clog2(pending_depth){1'b0}};
    else begin
        if(push & ~full) begin
            back <= back + {$clog2(pending_depth){1'b1}};
        end
    end
end
assign front_ARID = ARID_reg[front];
assign front_ARADDR = ARADDR_reg[front];
assign front_ARLEN = ARLEN_reg[front];
assign front_ARSIZE = ARSIZE_reg[front];
assign front_ARBURST = ARBURST_reg[front];
assign full = ((back + {$clog2(pending_depth){1'b1}}) == front);
assign empty = (back == front);
endmodule
</file>
<file path="design/flow/run.sh">
#!/bin/bash
# OpenROAD 26Q1-2900-gdf79404cd8, Yosys 0.63+post, stock flow scripts
make -C /OpenROAD-flow-scripts/flow DESIGN_CONFIG=/design/flow/config.mk WORK_HOME=/design/flow/orfs finish
</file>
<file path="design/flow/config.mk">
export PLATFORM = sky130hd
export DESIGN_NAME = ar_fifo
export DESIGN_NICKNAME = ar_fifo
export VERILOG_FILES = /design/flow/design.v
export SDC_FILE = /design/flow/constraint.sdc
export NUM_CORES = 4
export LEC_CHECK = 1
export CORE_UTILIZATION = 50
</file>
<file path="design/flow/constraint.sdc">
current_design ar_fifo

set clk_period 9.7
set clk_io_pct 0.2

create_clock -name clk0 -period $clk_period [get_ports {ACLK}]

set non_clock_inputs [all_inputs -no_clocks]
set_input_delay [expr $clk_period * $clk_io_pct] -clock clk0 $non_clock_inputs
set_output_delay [expr $clk_period * $clk_io_pct] -clock clk0 [all_outputs]
</file>
==> flow_metrics.tcl <==
# yosys + openroad results
set metrics [dict create \
    status "completed" \
    layout_top_cells "180 x edfxtp_1, 95 x clkdlybuf4s50_1, 90 x and2_1" \
    die_area_um2 17400 \
    antenna_found_initial 0 \
    grtUsageMet2_pct 34.6 \
    power.total_mw 1.92 \
    synthMuxAreaShare_pct 12.4 \
    drt_pass1_iterations 4 \
    final-hold-violation-count 0 \
    critical_path_class "in -> reg" \
    grt_first_pass_wirelength_mm 28.9 \
    hpwlAfterDp_mm 9.09 \
    cp_max_fo 46 \
    ys_sh_xor_pct 0.192 \
    drtIter0Drc 241 \
    cts_root_buf "clkbuf_16" \
    synth_flops 186 \
    drv_slew 0 \
    numCtsBuffers 17 \
    routed_wl_mm 17.9 \
    setup_viol 0 \
    critPathLaunchType "input port" \
    drc 0 \
    die_h_um 132 \
    grt_pass1_vias 5269 \
    layout_top_cell "edfxtp_1" \
    powerDensity_nw_per_um2 188 \
    adder_share_pct 0.118 \
    largest_reg_flops 128 \
    grt_setup_unrepaired "no" \
    fin_crit_ns 4.74 \
    cts_setup_buffers 0 \
    clock.latency.late_pin_ns 0.43 \
    warnings 25 \
    ys_seq_share_pct 65.3 \
    p_clk_share_pct 35.4 \
    fin_crit_sh_pct 48.9 \
    fin_util_pct 61.8 \
    timing.fmax_ghz 0.211 \
    yosys_warnings 1 \
    vias 4765 \
    area_growth_pct 20.8 \
    simple_gate_area_share_pct 16.1 \
    syn_area_per_cell_um2 15.8 \
    fin_setup_tns_ns 0 \
    worst_pin_slew_ns 0.876 \
    cts.sinks 186 \
    combGateArea_um2 2600 \
    overflow 0 \
    ys_sh_aoi_pct 1.20 \
    grt_most_used_layer "met1" \
    clkTransAtPathRegs_ns 0.06 \
    grtUsageTotal_pct 24.4 \
    layout_setup_ws_ns 4.96 \
    place_area_um2 9640 \
    wire_per_inst_um 21.1 \
    die_x_um 132 \
    yosys_cells 536 \
    ir_worst_vdd_v 0.000121 \
    cp.required_ns 9.75 \
    slew_headroom_pct 41.6 \
    p_seq_share_pct 50.1 \
    cts_hold_buf 0 \
    fp_util_pct 51.2 \
    hold_class "reg -> reg" \
    finClkSkew_ns 0.0104 \
    max_cap_violations 0 \
    final_area_um2 10200 \
    async_flop_share_pct 0 \
    io_pins 96 \
    logic_family "simple AND/OR/NAND/NOR gates" \
    synthFlopType "edfxtp_1" \
    endpoint_kind "flop" \
    viasPerCell 5.60 \
    layout-drive-gt1-share_pct 22.0 \
    grtUsageMet3_pct 12.8 \
    largest_area_cell "edfxtp_1" \
    p_leak_nw 3.64 \
    fillers 1179 \
    place_congestion 0.770 \
    rows 47 \
    arrival_ns 4.79 \
    cts_resized 0 \
    post-place-ws_ns 4.51 \
    diodes 0 \
    p_int_mw 1.47 \
    postRouteAntennaNets 0 \
    regArea_um2 5530 \
    yosysChipArea_um2 8460 \
    grt_start_max_net_pins 63 \
    cts_tree "done" \
    fp.coreArea_um2 16500 \
    use_met1_pct 39.2 \
    p_comb_share_pct 14.5 \
    netlist_area_um2 8460 \
    yosys-top-cells-area "edfxtp_1 64%, mux4_2 12%, and2_1 6.7%" \
    synth_cells 536 \
    numPortBuffers 95 \
    top_area_share_pct 63.9 \
    switching_share_pct 23.8 \
    synth.distinct_cells 31 \
    clockBufferDepth 2 \
    h-tree-depth 4 \
    p_sw_mw 0.458 \
    edf_count 180 \
]
-- synthesized netlist by cell type, types with 2 or more instances --
library cell  number
o21ai_0            3
o211a_1            2
buf_2              9
nand2_1            2
mux4_2            45
edfxtp_1         180
a21oi_1            3
nand2b_1           4
nor2_1             2
inv_1             48
buf_6              4
nor3_2            39
dfxtp_1            6
buf_1              4
nor2b_1            3
and2_1            90
nor4_1            45
clkbuf_1          28
mux2i_1            2
nor3_1             6
-- critical path, cell delays in order --
cell and delay (ns):
clkdlybuf4s50_1 0.80, nand2_4 0.39, a2111oi_4 0.36, buf_4 0.48, nand2b_2 0.20, buf_4 0.58
-- power by group through the flow --
stage,clock network [mW],registers (mW),logic [mW]
4_1_cts,0.692,0.966,0.283
5_1_grt,0.726,0.972,0.302
6_report,0.681,0.965,0.279
-- path summary, 6_finish.rpt --
| kind | from | to | slack (ns) | cells past startpoint |
|---|---|---|---|---|
| setup / recovery | ARESETn | ARADDR_reg[0][10]$_SDFFCE_PN0P_ | 4.96 | 6 |
| hold / removal | back[0]$_SDFFE_PN0P_ | back[0]$_SDFFE_PN0P_ | 0.72 | 2 |
| setup reg to reg | back[1]$_SDFFE_PN0P_ | ARID_reg[3][3]$_DFFE_PP_ | 7.09 | 5 |
| hold reg to reg | back[0]$_SDFFE_PN0P_ | back[0]$_SDFFE_PN0P_ | 0.72 | 2 |
-- cell type report --
| cell class | instances | area share [%] |
|---|---|---|
| Multi-Input combinational cell | 257 | 25.5 |
| Timing Repair Buffer | 108 | 10.3 |
| Tap cell | 220 | 2.70 |
| Sequential cell | 186 | 54.1 |
| Inverter | 48 | 1.76 |
| Clock inverter | 13 | 1.42 |
| Clock buffer | 19 | 4.24 |
-- cell families after synthesis --
kind of cell | count (synthesis)
AND/OR/NAND/NOR | 195
AND-OR/OR-AND | 12
XOR/XNOR | 1
flip-flops | 186
multiplexers | 48
adder cells (fa/ha/maj) | 1
buffers and inverters | 93
-- through the flow --
step	instances	hold WS [ns]
2_1_floorplan	536	0.642
3_3_place_gp	819	0.721
3_5_place_dp	819	0.715
4_1_cts	851	0.722
5_1_grt	851	0.798
6_report	851	0.725
-- layer usage --
metal / part of all wire [%] / vias to the layer above
li1: - / 2192
met3: 10 / 12
met2: 48 / 254
met4: 1.3 / 0
met1: 40 / 2307
met5: 0 / -
Power and IR drop assume default switching activity.
